--- /design/flow/run.sh ---
#!/bin/bash
# OpenROAD 26Q1-2900-gdf79404cd8, Yosys 0.63+post, stock flow scripts
make -C /OpenROAD-flow-scripts/flow DESIGN_CONFIG=/design/flow/config.mk WORK_HOME=/design/flow/orfs finish
--- /design/flow/config.mk ---
export PLATFORM = sky130hd
export DESIGN_NAME = instrument
export DESIGN_NICKNAME = instrument
export VERILOG_FILES = /design/flow/design.v
export SDC_FILE = /design/flow/constraint.sdc
export NUM_CORES = 4
export LEC_CHECK = 1
export CORE_UTILIZATION = 50
--- /design/flow/constraint.sdc ---
current_design instrument

set clk_period 5.2
set clk_io_pct 0.2

create_clock -name clk0 -period $clk_period [get_ports {clk}]
create_clock -name clk1 -period $clk_period [get_ports {clk_20k}]

set non_clock_inputs [all_inputs -no_clocks]
set_input_delay [expr $clk_period * $clk_io_pct] -clock clk0 $non_clock_inputs
set_output_delay [expr $clk_period * $clk_io_pct] -clock clk0 [all_outputs]
--- /design/flow/design.v ---
`timescale 1ns / 1ps
module clk_do(
    input CLK,
    output reg slow_clk
    );
    reg [20:0] count=21'b0;
    initial begin
        slow_clk=0; 
    end
    always @(posedge CLK) begin
        count=(count==190840)?0:count+1;
        slow_clk<=(count==0)?~slow_clk:slow_clk;
    end
endmodule
module clk_re(
    input CLK,
    output reg slow_clk
    );
    reg [20:0] count=21'b0;
    initial begin
        slow_clk=0; 
    end
    always @(posedge CLK) begin
        count=(count==170068)?0:count+1;
        slow_clk<=(count==0)?~slow_clk:slow_clk;
    end
endmodule
module clk_mi(
    input CLK,
    output reg slow_clk
    );
    reg [20:0] count=21'b0;
    initial begin
        slow_clk=0; 
    end
    always @(posedge CLK) begin
        count=(count==151515)?0:count+1;
        slow_clk<=(count==0)?~slow_clk:slow_clk;
    end
endmodule
module clk_fa(
    input CLK,
    output reg slow_clk
    );
    reg [20:0] count=21'b0;
    initial begin
        slow_clk=0; 
    end
    always @(posedge CLK) begin
        count=(count==143266)?0:count+1;
        slow_clk<=(count==0)?~slow_clk:slow_clk;
    end
endmodule
module clk_so(
    input CLK,
    output reg slow_clk
    );
    reg [20:0] count=21'b0;
    initial begin
        slow_clk=0; 
    end
    always @(posedge CLK) begin
        count=(count==127551)?0:count+1;
        slow_clk<=(count==0)?~slow_clk:slow_clk;
    end
endmodule
`timescale 1ns / 1ps
module instrument(
    input clk,
    input clk_20k,
    input [4:0] tune,
    output reg [11:0] note   
    );
    initial begin
        note=0;
    end
    wire [4:0] clknote;
    reg finalclk;
    clk_do clk1 (clk, clknote[0]);
    clk_re clk2 (clk, clknote[1]);
    clk_mi clk3 (clk, clknote[2]);
    clk_fa clk4 (clk, clknote[3]);
    clk_so clk5 (clk, clknote[4]);
    always @(tune) begin
        if(tune[0]) begin
            finalclk = clknote[0];
        end
        if(tune[1]) begin
            finalclk = clknote[1];
        end
        if(tune[2]) begin
            finalclk = clknote[2];
        end
        if(tune[3]) begin
            finalclk = clknote[3];
        end
        if(tune[4]) begin
            finalclk = clknote[4];
        end                               
    end
    always @(posedge clk_20k) begin
        note = finalclk*400+200;
    end
endmodule
==> metrics.cfg <==
[run_status]
status = complete, no violations

[synthesis]
synth_cell_type_count = 76
synth-main-ff-cell = dfxtp_1
netlist_instances = 688
ys.flops = 114
syn_area_per_cell_um2 = 8.59
ys_async_sr_fraction = 0
adder_share = 0.0169
yosys_warnings = 6
ys_top_logic_family = simple AND/OR/NAND/NOR gates
synth_area_um2 = 5910
ys_sh_simple = 0.313
edf_count = 5
yosys_cells = 688
xor_area_frac = 0.144
mux_area_frac = 0.00529
yosysChipArea_um2 = 5910
compound_area_frac = 0.0750

[min_path]
hold_start = clk5.count[0]$_DFF_P_
hold_depth = 1
hold_end = clk5.count[0]$_DFF_P_
hp-class = reg2reg

[place]
dp_hpwl_mm = 7.91
finalWeightedCongestion = 0.885
io_buffers = 10

[drt]
dr_total_vias = 4668
drcViolationCount = 0
via_per_inst = 5.64
detail_route.iter0.violations = 272
wl_mm = 11.2
drt-pass1-iter-count = 4
postRouteAntennaNets = 0
wl_per_cell_um = 13.5
diodes = 0

[floorplan]
die_w_um = 111
design.core.area_um2 = 11500
io_pins = 19
dieHeight_um = 111
fp_util = 0.515
chipArea_um2 = 12300
placementRows = 39

[critical_path]
start_kind = flip-flop
rr_startpoint = clk2.count[0]$_DFF_P_
timing.rr.end = clk2.slow_clk$_DFFE_PN_
required_ns = 5.23
reg2regPathDepth = 7
worstSetupEndpointType = flip-flop
crit_buf_inv = 0
path_max_fanout = 6
crit_start = clk2.count[0]$_DFF_P_
regToRegSetupSlack_ns = 2.38
cp_cell_sequence = ha_1, nand4_1, nor3_1, nand4_1, xnor2_1, or4b_1, a2111oi_2
crit_family = simple AND/OR/NAND/NOR gates
cp_slowest_cell = or4b_1
worstPathArrival_ns = 2.85
slowest_delay_ns = 0.52
criticalPathCategory = reg2reg
cpMostUsedCell = nand4_1

[clock_network]
cts_hold_buf = 0
ctsResizeCount = 0
tritoncts = done
clk_pin_slew_ns = 0.07
post_cts_buffers = 0

[timing]
unconstrained_endpoints = 3
setup_viol = 0
clock_skew_ns = 0.00767
rsz0062_at_grt = false
unclocked_pins = 1
setup_tns_ns = 0
final_max_slew_viol_count = 0
tightest_slew_ns = 0.791
finalHoldViolCount = 0
slew_headroom = 0.469

[power]
combPwrFrac = 0.005
p_per_area_nw_per_um2 = 271
cell_internal_pwr_mw = 1.40
p_switching_mw = 0.339
power_frac_seq = 0.501
sw_frac_of_total = 0.195
leakage_nw = 2.34
ir_drop_mv = 0.237
p_clk_frac = 0.495

[layout]
syn_to_final_growth_pct = 8.51
nFillCells = 1021
drive_gt1_frac = 0.0585
utilization = 0.559
layout_top_cell = dfxtp_1
final_cell_mix = 108 x dfxtp_1, 89 x nor2_1, 51 x xnor2_1, 50 x nand3_1, 46 x xor2_1

[grt]
grt_pass1_vias = 4166
grt_pass1_wl_mm = 19.6
grt_start_max_net_pins = 19
antenna_found_initial = 0
grt_usage = 0.196
grt.overflow.total = 0

[job]
maxCapViolations = 0
warning_count = 29

[routing by layer]
metal / up-vias / global-route usage / routed length [um]
met3: 13 / 0.0435 / 567
li1: 2408 / - / -
met4: 0 / 0.0249 / 156
met1: 2141 / 0.310 / 5600
met5: - / 0 / 0
met2: 106 / 0.289 / 4830
[worst register-to-register path, stage by stage (launching register included)]
cell	delay [ns]
dfxtp_1	0.41
ha_1	0.29
nand4_1	0.17
nor3_1	0.40
nand4_1	0.17
xnor2_1	0.17
or4b_1	0.52
a2111oi_2	0.37
[kinds of logic (layout without fill, tap and decap cells)]
| logic type | after synthesis | after routing |
|---|---|---|
| and+or+nand+nor | 342 | 342 |
| DFF | 113 | 113 |
| xor gates and xnor gates | 97 | 97 |
| buffers and inverters | 63 | 53 |
| AOI/OAI and AO/OA | 59 | 59 |
| adders and majority gates | 8 | 8 |
| muxes | 3 | 3 |
| other | 2 | 8 |
| latches | 1 | 1 |
[per-stage QoR]
stage               instance area (um^2)  cells  hold WS [ns]  power (mW)  worst slack (ns)
global route                        6410    827         0.524        1.80              2.16
detailed placement                  6010    807         0.476       0.899              2.44
CTS                                 6410    827         0.495        1.77              2.42
floorplan                           5930    694         0.445       0.897              2.67
global placement                    6010    807         0.462       0.899              2.53
finish                              6410    827         0.494        1.74              2.38
[power groups by stage]
stage | combinational, mW | clock, mW | sequential (mW)
finish | 0.00810 | 0.861 | 0.871
global route | 0.00907 | 0.925 | 0.871
CTS | 0.00824 | 0.889 | 0.871
[synthesized netlist by cell type (all sizes together) (3+ instances only)]
cell / n / area share
dfxtp: 108 / 0.37
nor2: 89 / 0.057
nand3: 51 / 0.044
xnor2: 51 / 0.076
nand2: 46 / 0.030
xor2: 46 / 0.068
nand4: 37 / 0.040
buf: 25 / 0.026
nor3: 20 / 0.017
clkbuf: 19 / 0.012
inv: 19 / 0.012
and3: 18 / 0.020
nor4: 18 / 0.022
a21oi: 13 / 0.011
and2: 9 / 0.0095
and4: 9 / 0.014
ha: 8 / 0.017
a211oi: 7 / 0.0097
nor4b: 7 / 0.011
nor2b: 6 / 0.0064
a31oi: 5 / 0.0053
edfxtp: 5 / 0.025
nand3b: 4 / 0.0051
nor3b: 4 / 0.0051
or2: 4 / 0.0042
or3: 4 / 0.0042
or4: 4 / 0.0051
a311oi: 3 / 0.0044
nand2b: 3 / 0.0032
nand4b: 3 / 0.0044
o21ai: 3 / 0.0025
o22ai: 3 / 0.0032
o311ai: 3 / 0.0044
[state kept, by name, summed over array words and instances (netlist names)]
signal and cells:
clk1.slow_clk 1, clk5.count 21, clk1.count 21, clk2.count 21, clk3.slow_clk 1, clk4.count 21
note 3, clk5.slow_clk 1, clk4.slow_clk 1, clk3.count 21, clk2.slow_clk 1, finalclk 1
[layout make-up]
| class | count | area, um^2 | area share |
|---|---|---|---|
| flip-flops and latches | 114 | 2330 | 0.363 |
| clock inverters | 7 | 97.6 | 0.0152 |
| repair buffers | 14 | 130 | 0.0203 |
| inverters | 19 | 71.3 | 0.0111 |
| clock buffers | 13 | 304 | 0.0474 |
| multi-input cells | 517 | 3300 | 0.515 |
| well taps | 143 | 179 | 0.0279 |
[worst max-delay path by stage]
stage | to | cells after the start
final | clk2.slow_clk$_DFFE_PN_ | 7
after global routing | clk2.slow_clk$_DFFE_PN_ | 7
after CTS | clk2.slow_clk$_DFFE_PN_ | 7
No activity file was given, so power comes from the tool's default toggle rates.
