==> ./design.v <==
`timescale 1ns / 1ps
module volume_display(
    input [11:0] mic,
    input clk_20k,
    output reg [11:0] led
    );
    reg [11:0] max;
    reg [11:0] count;
    initial begin
        led = 0;
        max = 0;
        count = 0;
    end
    always @(posedge clk_20k) begin
        max = (max>mic)? max:mic;
        count = (count==2500)? 0:count+1;
        if (count==0) begin
            led = max;
            max=0;
        end
    end
endmodule
==> ./run.sh <==
#!/bin/bash
# OpenROAD 26Q1-2900-gdf79404cd8, Yosys 0.63+post, stock flow scripts
make -C /OpenROAD-flow-scripts/flow DESIGN_CONFIG=/design/flow/config.mk WORK_HOME=/design/flow/orfs finish
==> ./config.mk <==
export PLATFORM = sky130hd
export DESIGN_NAME = volume_display
export DESIGN_NICKNAME = volume_display
export VERILOG_FILES = /design/flow/design.v
export SDC_FILE = /design/flow/constraint.sdc
export NUM_CORES = 4
export LEC_CHECK = 1
export CORE_UTILIZATION = 30
==> ./constraint.sdc <==
current_design volume_display

set clk_period 7.4
set clk_io_pct 0.2

create_clock -name clk0 -period $clk_period [get_ports {clk_20k}]

set non_clock_inputs [all_inputs -no_clocks]
set_input_delay [expr $clk_period * $clk_io_pct] -clock clk0 $non_clock_inputs
set_output_delay [expr $clk_period * $clk_io_pct] -clock clk0 [all_outputs]
==> flow_summary.toml <==
# yosys + openroad results
[critical_path]
timing.critical_path.buf_inv = 3
critical_path_arrival_ps = 3760
timing.critical_path.slowest_stage_cell = "or3_1"
worst_r2r_startpoint = "max[11]$_SDFF_PN0_"
timing.critical_path.slowest_cell_delay_ps = 660
rrSetupSlack_ps = 5080
crit_type = "in2reg"
crit_path_end_kind = "register"
cp_max_fo = 19
setup.worst_path.start_class = "input port"
critical_path_required_ps = 7430
crit_family = "simple AND/OR/NAND/NOR gates"
rr_endpoint = "led[2]$_DFFE_PN_"
timing.critical_path.cells = "clkdlybuf4s50_1 > inv_1 > ha_1 > nand4_1 > or3_1 > buf_4 > nand2_1 > o22a_1 > nand3_1"
worstRegToRegCells = 7

[pwr]
power.share.switching_pct = 33.6
total_leakage_power_nw = 0.978
clkPwrFrac_pct = 22.3
switchingPower_uw = 216
power.share.sequential_pct = 43.5
power_frac_comb_pct = 34.2
max-vdd-ir-drop_mv = 0.142
internal-power_uw = 425
power.density_mw_per_mm2 = 259

[timing]
setup-violations-final = 0
finalSetupTns_ps = 0
timing.hold.ws_ps = 504
worst_max_slew_pin_slew_ps = 782
maxSlewHeadroom_pct = 47.9
rsz0062_at_grt = "false"
max_freq_mhz = 268
shortest_clock_period_the_worst_path_allows_after_layout_ps = 3730
final_hold_viol_count = 0
finalMaxSlewViolations = 0
layout_worst_path_cycle_share_pct = 50.4
timing.final.ws_setup_ps = 3670
final.setup_skew_ps = 3.42

[synthesis]
synth_area_leader_cell = "dfxtp_1"
postSynthRegisterBits = 36
edf_count = 12
synth.yosys.warnings = 1
syn-mean-instance-area_um2 = 9.26
post_synth_main_area_contributors = "dfxtp_1, edfxtp_1, nand3_1, ha_1, o22a_1"
synth-async-reset-ratio_pct = 0
synth-cells-yosys = 229
ys_chip_area_mm2 = 0.00212
yosys.cell_count.top_type = "nand3_1"
synth_cell_type_count = 41
post_synth_instance_area_mm2 = 0.00212
yosysTopAreaCellShare_pct = 22.7
synth_sequential_area_ratio_pct = 39.6
ys.flop_type = "dfxtp_1"
common_cells = "nand3_1, dfxtp_1, nand2_1, inv_1"
number_of_standard_cells_after_synthesis = 229

[clock_tree]
postCtsResizedCells = 0
ctsHoldBuffers = 0
clkTransAtPathRegs_ps = 70
cts.path.max_buffers = 2
h-tree-depth = 2
cts_buffers = 5
post_cts_buffers = 0
tritoncts_clock_tree = "done"
cts_root_buffer = "clkbuf_8"
cts_sinks = 36
clk-insertion-delay-late_ps = 280

[drt]
routed_wl_um = 4050
wl_per_cell_um = 11.8
drt.antenna.violating_nets = 0
drt-pass1-iter-count = 4
number_of_diodes = 0
drt_drc_violations_left = 0
vias = 1647
drt_first_iter_violations = 97
vias_per_cell = 4.80

[min_path]
holdCritPathClass = "reg2reg"
holdPathStages = 1
startpoint_of_the_worst_hold_path = "count[0]$_DFF_P_"
destination_of_the_worst_hold_path = "count[0]$_DFF_P_"

[placement]
preCtsSetupSlack_ps = 3380
place.gp.congestion = 0.812
buffers_added_on_ports = 24
place_hpwl_um = 2820

[cells_and_area]
area.growth.synth_to_final_pct = 16.8
finish.utilization_pct = 36.4
post_route_cells_drive_above_1_share_pct = 7.29

[global_route]
grt_pass1_vias = 1511
grt_pass1_wl_um = 6930
grt_start_max_net_pins = 25
grt_antenna_before_repair = 0
grt_overflow_total = 0
gr-usage-all-layers_pct = 11.9

[die]
die-width_um = 86.1
fp.dieArea_mm2 = 0.00741
ios = 25
rows = 30
floorplan.die.height_um = 86.1
fp_util_pct = 31.2
core_region_area_mm2 = 0.00679

[run]
warnings = 26
timing.max_cap.violations = 0

[status]
run_status = "completed"
-- sequential cells by signal (all words and copies together), names as in the netlist --
signal,count
count,12
led,12
max,12
-- worst max path at each step --
stage        from               end  slack [ps]  cells past startpoint
4_1_cts   mic[11]  led[3]$_DFFE_PN_        3690                      9
5_1_grt   mic[11]  led[3]$_DFFE_PN_        3500                      9
6_report  mic[11]  led[2]$_DFFE_PN_        3670                      9
-- per-layer routing --
layer / GRT usage (%) / wire length (um) / vias to the layer above
met5: 0 / 0 / -
met4: 1.21 / 38 / 0
met3: 2.54 / 111 / 4
met2: 18.3 / 1870 / 22
met1: 18.2 / 2020 / 752
li1: - / - / 869
-- stage by stage --
step / cell area [um^2] / std cells / power (mW)
5_1_grt: 2480 / 343 / 0.705
3_5_place_dp: 2390 / 335 / 0.504
3_3_place_gp: 2390 / 335 / 0.501
4_1_cts: 2480 / 343 / 0.651
2_1_floorplan: 2120 / 229 / 0.449
6_report: 2480 / 343 / 0.641
-- cells in the final DEF, fill, tap and decap left out, types with 2 or more instances in the layout --
cell type        instances
nand4_1                  4
ha_1                    14
inv_1                   16
nand2_1                 20
clkbuf_1                 2
clkbuf_8                 6
o22a_1                  12
xor2_1                   5
mux2i_1                  2
a31oi_1                 14
nand3_1                 40
clkdlybuf4s50_1         24
a21oi_1                  5
buf_4                    2
nor2_1                  10
and3_1                   2
edfxtp_1                12
a211o_1                  2
dfxtp_1                 24
or2_2                    2
nor4_1                   2
xnor2_1                 10
-- area by class of cell --
type | count | area (um^2)
tap | 96 | 120
timing repair buffer | 26 | 255
sequential | 36 | 841
clock buffer | 8 | 90.1
inverter | 16 | 60.1
fill | 673 | 4320
multi-input combinational | 161 | 1110
-- power groups by stage --
| stage | logic [mW] | clock network (mW) | registers, mW |
|---|---|---|---|
| final | 0.219 | 0.143 | 0.279 |
| after global routing | 0.260 | 0.159 | 0.286 |
| after CTS | 0.223 | 0.150 | 0.279 |
-- worst register-to-register path: cells and delay by family, from the launching register on --
kind | cells | cell delay, ps
adders and majority gates | 1 | 310
and+or+nand+nor | 4 | 980
AOI/OAI and AO/OA | 1 | 140
buffers and inverters | 1 | 310
DFF | 1 | 330
-- logic make-up (layout without fill, tap and decap cells) --
family / after synthesis / after routing / share of synthesized area (%)
fa+ha+maj: 14 / 14 / 8.26
flops: 36 / 36 / 39.6
simple gates: 90 / 90 / 22.5
buf+inv: 32 / 50 / 8.02
xor+xnor: 15 / 15 / 6.19
mux: 2 / 2 / 0.944
compound gates: 40 / 40 / 14.4
Power and IR drop assume default switching activity.
